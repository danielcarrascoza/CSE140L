## /design/flow/config.mk

```make
export PLATFORM = sky130hd
export DESIGN_NAME = robsmult
export DESIGN_NICKNAME = robsmult
export VERILOG_FILES = /design/flow/design.v
export SDC_FILE = /design/flow/constraint.sdc
export NUM_CORES = 4
export LEC_CHECK = 1
export CORE_UTILIZATION = 30
```

## /design/flow/constraint.sdc

```tcl
current_design robsmult

set clk_period 1.0
set clk_io_pct 0.2

create_clock -name clk0 -period $clk_period [get_ports {clk}]

set non_clock_inputs [all_inputs -no_clocks]
set_input_delay [expr $clk_period * $clk_io_pct] -clock clk0 $non_clock_inputs
set_output_delay [expr $clk_period * $clk_io_pct] -clock clk0 [all_outputs]
```

## /design/flow/design.v

```verilog
module addsub #(parameter dw=8)		  
(
  input        [dw-1:0] dataa,
  input        [dw-1:0] datab,
  input                 add_sub,	  
  output logic [dw-1:0] result
);
always@(*) begin
  if (add_sub == 1) begin
   result = dataa + datab;
  end
else  result = dataa - datab;
end
endmodule
module counter_down	#(parameter dw=8, WIDTH=7)
(
  input                 clk,
  input                 reset,
  input                 ena,
  output logic [dw-1:0] result);
  always @(posedge clk)	 begin
    if (reset)
      result <= WIDTH;
    else if (ena)
      result <= result - 1;		 
  end
endmodule	
module mux2 #(parameter WIDTH = 8)
 (input        [WIDTH-1:0] d0, d1, 
  input                    s, 
  output logic [WIDTH-1:0] y);
always@(*) begin
  if (s == 1)
    y = d1;
else y = d0;
end
endmodule
module mux3 #(parameter WIDTH = 8)
  (input       [WIDTH-1:0] d0, d1, d2,
   input       [1:0]       s, 	 
   output logic[WIDTH-1:0] y);
   always@(*) begin
    if (s[1] == 1)
      y = d2;
    else if (s[0] == 1)
      y = d1;
    else 
      y = d0;
  end
endmodule
module mux5 (input        d0, d1, d2, d3, d4,
             input [2:0]  s, 
             output logic y);
always@(*)   
begin
case(s)
    3'd0:  y = d0;
    3'd1:  y = d1;
    3'd2:  y = d2;
    3'd3:  y = d3;
    3'd4:  y = d4;
    default: y = 0;
endcase
end
endmodule
module register # (parameter N = 8)
   (input                clk,    
    input                load,
    input                clear,
    input        [N-1:0] in,
    output logic [N-1:0] out
    );
  always_ff @ (posedge clk, posedge clear)    
    begin
      if (clear) begin
        out <=0;
      end
      else if (load) begin
        out <= in;
      end
    end
endmodule
module register_hl # (parameter N = 16)
 (input                clk,
  input [N/2-1:0]      inh,
  input [N/2-1:0]      inl,
  input                loadh,
  input                loadl,
  input                clear,
  output logic[N-1:0]  out	  	);
  always_ff @(posedge clk, posedge clear) begin
    if (clear) begin
      out[N-1:N/2] <= 0;
      out[N/2-1:0] <= 0;
    end
    else if (loadl && loadh) begin
      out[N/2-1:0] <= inl;
      out[N-1:N/2] <= inh;
    end
    else if (loadh) begin
      out[N-1:N/2] <= inh;
    end
    else if (loadl) begin
      out[N/2-1:0] <= inl;
    end
  end	
endmodule
module right_shift_register #(parameter WIDTH = 16)(
    input                    clk,
    input                    enable,
    input signed        [WIDTH-1:0] in,  
    input                    mode,  
    output logic signed [WIDTH-1:0] out);  
	always @(posedge clk) begin
    if (enable) begin
      if (mode) begin
        out <= in >>> 1;
      end else begin
        out <= in >> 1;
        out[WIDTH-1] <= in[WIDTH-1];
      end
    end
  end
endmodule
module robs_control_unit_micro(
	input clk, reset,
	input zq, zy, zr,
	output[14:0] c,
	output logic done
	);
    wire load_incr;
    wire [4:0] upc;
    wire [22:0] uinstr;
    upcreg upc_reg(.clk, .reset, .load_incr, .upc_next(uinstr[19:15]), .upc);
    mux5 cs_mux(.d0(1'b0), .d1(zq), .d2(zr), .d3(zy), .d4(1'b1), .s(uinstr[22:20]), .y(load_incr));
    rom control_memory(.addr(upc), .data(uinstr));
	assign c = uinstr[14:0];		 
    always_latch 
      if     (reset)     done = 0;
      else if(upc == 17) done = 1;
endmodule
module robs_datapath #(parameter WIDTH = 8)
    (
	input clk, reset,
	input [WIDTH-1:0] multiplier, multiplicand,
	input[14:0]  c,
	output [WIDTH*2-1:0] product,
	output logic zq, zr
	);
	wire [WIDTH-1:0] y, a, in_x, x, in_rh, in_rl, alu_out, q;
	wire [WIDTH*2-1:0] r, sr;
	register #(.N(WIDTH)) reg_y(.clk(clk), .in(multiplicand), .out(y), .load(c[0]), .clear(1'b0));
	register #(.N(WIDTH)) reg_a(.clk, .in(r[WIDTH*2-1:WIDTH]), .out(a), .load(c[14]), .clear(c[2]));
	register #(.N(WIDTH)) reg_x(.clk, .in(in_x), .out(x), .load(c[3]), .clear(1'b0));
	register_hl reg_r(.clk(clk), .inh(in_rh), .inl(in_rl), .loadh(c[8]), .loadl(c[9]), .clear(1'b0), .out(r));
	right_shift_register #(.WIDTH(2*WIDTH)) sign_ext(.clk, .enable(c[12]), .in(r), .mode(c[11]), .out(sr)); 
	mux2 #(.WIDTH(WIDTH)) mux_x(.d0(multiplier), .d1(r[WIDTH-1:0]), .s(c[7]), .y(in_x));
	mux3 #(.WIDTH(WIDTH)) mux_rh(.d0(a), .d1(sr[WIDTH*2-1:WIDTH]), .d2(alu_out), .s(c[5:4]), .y(in_rh));
	mux2 #(.WIDTH(WIDTH)) mux_rl(.d0(x), .d1(sr[WIDTH-1:0]), .s(c[6]), .y(in_rl));
	addsub #(.dw(WIDTH)) addsub(.dataa(r[WIDTH*2-1:WIDTH]), .datab(y), .add_sub(c[10]), .result(alu_out));
	counter_down #(.dw(WIDTH),.WIDTH(WIDTH-1)) decrement8(.clk, .reset(c[1]), .ena(c[13]), .result(q));
	assign product = {a,x};			  
    always_comb begin 
      if(r % 2 == 0) zr = 1; else zr = 0;
      if(q % 8 == 0) zq = 1; else zq = 0;
    end
endmodule
module robsmult #(parameter WIDTH = 8)
  (
  input clk,   
  input reset,
  input [WIDTH-1:0] multiplier,
  input [WIDTH-1:0] multiplicand,
  output [WIDTH*2-1:0] product,  
  output done  
  );
  wire[14:0] c;	
  wire zq, zy, zr;
  robs_control_unit_micro cu(.clk(clk), .reset, .zq, .zy, .zr, .c, .done);	
  robs_datapath #(.WIDTH(WIDTH)) dp(.clk, .reset, .multiplier, .multiplicand, .c, .product, .zq, .zr);
  assign zy = ~multiplicand[WIDTH-1];	 
endmodule
module rom(
  input       [ 4:0] addr, 
  output logic[22:0] data);
  logic  [22:0] mem[18];     
  initial begin
    for(int i=0; i<18; i++) begin
      mem[i] = '0;			 
    end
    mem[00] = 23'b00000001000000000000011;
    mem[01] = 23'b00000010000000000001100;
    mem[02] = 23'b00000011000001100000000;
    mem[03] = 23'b00101100000000000000000;
    mem[04] = 23'b01000110000000000000000;	    
    mem[05] = 23'b00000110000010100100000;
    mem[06] = 23'b01101001000000000000000;
    mem[07] = 23'b00001000001000000000000;
    mem[08] = 23'b10001010000000000000000;
    mem[09] = 23'b00001010001100000000000;
    mem[10] = 23'b00001011010001101010000;
    mem[11] = 23'b10000011000000000000000;
    mem[12] = 23'b01001110000000000000000;
    mem[13] = 23'b00001110000000100100000;
    mem[14] = 23'b00001111001000000000000;
    mem[15] = 23'b00010000000001101010000;
    mem[16] = 23'b00010001100000010001000;
    mem[17] = 23'b10010001000000000000000;
  end
  assign data = mem[addr];
endmodule
module upcreg(
  input              clk,
  input              reset,
  input              load_incr,
  input [4:0]        upc_next,
  output logic [4:0] upc);
  always_ff @ (posedge clk, posedge reset) begin
    if(reset) upc <= 0; 
    else if(load_incr) upc <= upc_next; 
    else upc <= upc + 1; 
  end
endmodule    
```

## /design/flow/run.sh

```bash
#!/bin/bash
# OpenROAD 26Q1-2900-gdf79404cd8, Yosys 0.63+post, stock flow scripts
make -C /OpenROAD-flow-scripts/flow DESIGN_CONFIG=/design/flow/config.mk WORK_HOME=/design/flow/orfs finish
```

==> results.toml <==
# implementation run metrics
[outcome]
status = "finished with violations"
violations = "negative setup slack"

[synthesis]
ys_area_sq_um = 3366
ys_warn_count = 12
syn_inst = 263
syn_area_sq_um = 3366
synth_top_area_share_pct = 41.93
synth_area_per_cell_sq_um = 12.80
yosysUniqueCellTypes = 56
ys_cells = 263
edf_count = 47
async_reset_ff_share_pct = 20.31
yosys-top-cells-area = "edfxtp_1 42%, dfrtp_1 9.7%, ha_1 6.7%"
flop_cell = "edfxtp_1"
ys_ff = 64
yosys.area.top_type = "edfxtp_1"

[final_timing]
whs_ns = 0.1173
hold_violations = 0
untimed_endpoints = 2
timing.final.crit_share_pct = 263.0
unclocked_regs = 1
tightestPinTransition_ns = 0.3573
max_freq_mhz = 380.3
drv_slew = 0
worst_slack_ns = -1.630
relSlewSlack_pct = 75.87
rsz0062_at_grt = "true"
setup_viol = 103
finalClockSkew_ns = 0.01305
period_needed_ns = 2.630

[power_and_ir_drop]
p_sw_mw = 1.123
power.clock.fraction_pct = 41.3
p_int_mw = 3.788
pwr-share-seq_pct = 56.7
power_mw = 4.911
peakVddDrop_mv = 0.6064
p_sw_share_pct = 22.87
comb_power_share_pct = 2.0
leakage_nw = 2.018
powerDensity_nw_per_um2 = 943.4

[routing]
drc = 0
routed-via-count = 2412
drt_iter0_drc = 74
firstDrtPassIters = 4
wl_um = 7145
drtAntennaViolNets = 0
via_per_inst = 4.475
wl_per_cell_um = 13.26
antenna_cells = 0

[setup_path]
crit_slowest_cell = "dfrtp_2"
required_ns = 1.10
arrival_ns = 2.73
worstPathCellList = "inv_2, ha_4, and4bb_4, nor2_4, xor2_2, ha_1, a21oi_2, a21boi_2, o21a_1, or3_1, a31o_1"
crit_type = "reg -> reg"
endpoint_kind = "flip-flop"
start_kind = "flip-flop"
cp_max_fo = 5
slowest_delay_ns = 0.41

[global_route]
grt_pass1_vias = 2450
grt_pass1_wl_um = 11930
use_met3_pct = 4.444
antenna_found_initial = 0
grt_max_degree = 22
use_met2_pct = 19.55
grt_usage_pct = 13.72
grt.busiest_layer = "met1"
grt-ovfl-total = 0
grtUsageMet1_pct = 22.00

[floorplanning]
dieArea_sq_um = 11650
pin_count = 35
coreArea_sq_um = 10890
die_w_um = 107.9
num_rows = 38
dieHeight_um = 107.9
core_util_floorplan_pct = 30.91

[cells_and_area]
top_regs = "dp.reg_r.out x16, dp.sign_ext.out x15"
flop_area_sq_um = 1814
largest_reg_flops = 16
fillers = 921
combGateArea_sq_um = 1868
largest_register = "dp.reg_r.out"
layout-drive-gt1-share_pct = 53.63
finalNonFillerCells = 539
stdcell_area_sq_um = 5206
area_delta_synth_final_pct = 54.68

[clock_tree]
clk_pin_slew_ns = 0.08
cts_root_buffer = "clkbuf_8"
cts_tree = "yes"
ctsHoldBuffers = 0
clk_path_buf_depth = 2
cts_buffers = 9
clkLatencyLatePin_ns = 0.35
cts_max_level = 3

[placement]
placed_area_sq_um = 4561
placedCellCount = 496
dpl.hpwl_um = 5010
dp_slack_ns = -1.735
place_congestion = 0.8159
port-buffer-count = 34

[worst_hold_path]
hp-class = "in -> async"

[run]
drv_cap = 0
warnings = 35
## kinds of logic after synthesis
kind of cell    share of synthesized area (%)
flops                                   53.38
latches                                0.4460
compound gates                          10.74
fa+ha+maj                               7.286
mux                                     13.27
xor+xnor                                3.123
buf+inv                                 2.825
simple gates                            8.922
## what timing repair did
action                     in CTS  in global routing
gates cloned                    1                  0
pin swaps                      24                 20
setup buffers                  27                  9
setup endpoints to repair     111                111
resized                       105                 21
## critical path, delay by kind of cell, from the launching register on
kind | cells | cell delay (ns)
compound gates | 4 | 0.64
xor+xnor | 1 | 0.15
fa+ha+maj | 2 | 0.47
buf+inv | 1 | 0.08
flops | 1 | 0.41
simple gates | 3 | 0.65
## routing by layer
metal,vias up,wire (um)
met3,4,386
met2,57,2945
li1,1231,-
met1,1120,3748
met4,0,65
met5,-,0
## synth_stat cells, drive strengths merged, types with 6 or more instances
library cell,instances
ha,18
nor2,12
a21oi,15
xor2,8
nand2,19
o21ai,12
dfrtp,13
buf,8
mux2,31
mux2i,9
nand2b,6
inv,9
edfxtp,47
## final timing paths
path	cells past startpoint	endpoint	slack (ns)	from
max	11	dp.reg_r.out[13]	-1.63	cu.upc_reg.upc[1]
min	2	cu.upc_reg.upc[3]	0.12	reset
max reg2reg	11	dp.reg_r.out[13]	-1.63	cu.upc_reg.upc[1]
min reg2reg	0	dp.sign_ext.out[6]	0.45	dp.reg_r.out[7]
max in group asynchronous	6	dp.reg_a.out[2]	0.04	cu.upc_reg.upc[0]
min in group clk0	1	dp.reg_y.out[3]	0.41	multiplicand[3]
## cells in the final DEF, fill, tap and decap left out, types with 4 or more instances in the layout
cell,Yosys,final
clkdlybuf4s50_1,0,18
ha_1,18,11
buf_2,4,16
xnor2_1,4,4
nor2_1,11,6
dfrtp_1,13,11
nor3_1,4,4
nand2_2,0,4
buf_4,2,74
xor2_1,8,6
ha_4,0,6
nand2_1,19,14
a21oi_1,13,8
inv_1,9,6
buf_6,1,16
mux2i_1,9,5
edfxtp_1,47,47
buf_12,0,4
clkbuf_8,0,9
o21ai_1,5,7
nor2_4,0,4
a21oi_4,2,4
mux2_4,2,28
## power by group through the flow
stage / clock, mW / combinational, mW / sequential [mW]
6_report: 2.03 / 0.0980 / 2.79
4_1_cts: 2.09 / 0.0989 / 2.79
5_1_grt: 2.22 / 0.104 / 2.79
## per-stage QoR
stage	utilization (%)	TNS, ns
CTS	46.72	-61.09
global placement	41.89	-67.44
global route	47.82	-69.73
detailed placement	41.89	-67.74
floorplan	-	-50.41
finish	47.82	-63.22
## cell type report
cell class	instances	area share, %
Clock inverter	7	1.057
Tap cell	140	3.365
Clock buffer	9	2.379
Multi-Input combinational cell	179	35.88
Inverter	9	0.7450
Timing Repair Buffer	131	21.73
Sequential cell	64	34.85
Power and IR drop assume default switching activity.
